==> ./design.v <==
module Data_Memory (
input clk, MemRead, MemWrite,
input [31:0] ALUOut, reg2data,
output reg [31:0] memout);
reg [31:0] memory[199:0];
always @ (ALUOut, MemRead)
begin
if (MemRead == 1) memout = memory[ALUOut];
end
always @(posedge clk)
begin
if (MemWrite ==1) memory[ALUOut] <= reg2data;
end
endmodule
==> ./run.sh <==
#!/bin/bash
# OpenROAD 26Q1-2900-gdf79404cd8, Yosys 0.63+post, stock flow scripts
make -C /OpenROAD-flow-scripts/flow DESIGN_CONFIG=/design/flow/config.mk WORK_HOME=/design/flow/orfs finish
==> ./config.mk <==
export PLATFORM = sky130hd
export DESIGN_NAME = Data_Memory
export DESIGN_NICKNAME = Data_Memory
export VERILOG_FILES = /design/flow/design.v
export SDC_FILE = /design/flow/constraint.sdc
export NUM_CORES = 4
export LEC_CHECK = 1
export CORE_UTILIZATION = 40
export SYNTH_MEMORY_MAX_BITS = 65536
==> ./constraint.sdc <==
current_design Data_Memory

set clk_period 54.9
set clk_io_pct 0.2

create_clock -name clk0 -period $clk_period [get_ports {clk}]

set non_clock_inputs [all_inputs -no_clocks]
set_input_delay [expr $clk_period * $clk_io_pct] -clock clk0 $non_clock_inputs
set_output_delay [expr $clk_period * $clk_io_pct] -clock clk0 [all_outputs]
==> reports/results.ini <==
[run_status]
status = finished, final reports clean

[finish]
layout.cells.most_common = sky130_fd_sc_hd__edfxtp_1
finalNonFillerCells = 20312
lay_top_cells = sky130_fd_sc_hd__edfxtp_1, sky130_fd_sc_hd__mux4_2, sky130_fd_sc_hd__mux2i_1, sky130_fd_sc_hd__clkbuf_16, sky130_fd_sc_hd__buf_4
final.fill_count = 48655
finalInstanceArea_sq_um = 278000
final_layout_size_suffix_gt1_share_pct = 25.5
area.growth.synth_to_final_pct = 13.8
final_core_area_utilization_pct = 45.7

[yosys]
synth_area_sq_um = 244000
async_set_or_reset_flop_fraction_in_the_synthesized_netlist_pct = 0
ys_types = 55
yosysWarnings = 1
enable_flop_cells = 6400
synth_area_per_cell_sq_um = 22.1
top_cell_area_share_pct = 78.7
top_area_cell = sky130_fd_sc_hd__edfxtp_1
synth-area-yosys_sq_um = 244000
number_of_standard_cells_reported_by_yosys = 11068
synth_flop_count = 6432
synth.top_cells.by_area = sky130_fd_sc_hd__edfxtp_1, sky130_fd_sc_hd__mux4_2, sky130_fd_sc_hd__mux2i_1
syn-instance-count = 11068
flop_cell = sky130_fd_sc_hd__edfxtp_1

[routing]
vias = 116959
detail_route.drc_violations = 0
routed_via_density = 5.76
routed_wirelength_mm = 659
drt_iter0_drc = 7906
dr_pass1_iterations = 7
antenna_violating_nets_post_route = 0
detail_route.wl_per_cell_um = 32.5

[die]
core_region_area_sq_um = 607000
top_level_ports = 99
die_area_sq_um = 613000
row_count = 286
initial_core_util_pct = 40.2
fp.dieH_um = 783
die_x_um = 783

[timing]
endpoints_left_unconstrained = 64
report.final.slew_viol_count = 0
timing_hold_violations_final = 0
setup_slack_of_the_critical_path_after_layout_ns = 40.75
post-route-min-period_ns = 14.15
achievable-frequency_mhz = 70.7
timing.setup.tns_ns = 0
post_route_clock_period_utilization_pct = 25.8
finalSetupViolations = 0
unrepaired_setup_endpoints_after_global_routing = false
count_of_unclocked_register_or_latch_pins = 32
max-slew-margin-rel_pct = 12.9
timing_worst_slew_pin_value_ns = 1.30
smallest_hold_slack_ns = 10.26

[critical_path]
end_kind = register
critPathArrivalTime_ns = 14.90
worstPathCellList = buf_12 > buf_4 > nor2b_4 > buf_4 > nand2_1 > buf_4 > nor2_4 > buf_4
critical-path-top-cell-by-count = sky130_fd_sc_hd__buf_4
worst-path-max-fanout = 64
critPathLaunchType = input pin
crit_path_max_delay_cell_type = sky130_fd_sc_hd__buf_4
timing.critical_path.required_ns = 55.65
timing_worst_setup_path_type = input pin to register
worst_path_largest_cell_delay_ns = 0.67

[power]
p_leak_nw = 86.0
power_per_cell_area_nw_per_um2 = 36.2
ir_worst_vdd_mv = 0.0378
design_power_total_mw = 10.1

[global_routing]
first_global_vias = 129577
grt_antenna_before_repair = 24
pin_count_of_the_biggest_net_entering_global_routing = 108
grtUsageTotal_pct = 23.7
congestion_overflow_gr = 0
grt_first_pass_wirelength_mm = 935

[hold_path]
hold_class = input pin to register

[cts]
cts_resized = 0
ctsHoldBuffers = 0
tritoncts = yes
ctsLongestPathBuffers = 4
cts_made_buffers = 629
cts_post_setup_buffers_inserted = 0
path_clk_slew_ns = 0.06
h-tree-depth = 6
master_cell_of_the_clock_root_buffer = sky130_fd_sc_hd__clkbuf_16

[run]
cap_violations = 0
log.warning_count = 58

[place]
postPlaceCellArea_sq_um = 258000
post-dp-hpwl_mm = 399
gp_congestion = 0.968
io_buffer_count = 74
place.detailed.instances = 19148
placement.setup.worst_slack_ns = 39.70

worst paths after layout:
path / start / end / slack, ns / cells past startpoint
max: ALUOut[1] / memory[14][23]$_DFFE_PP_ / 40.75 / 8
min: reg2data[28] / memory[69][28]$_DFFE_PP_ / 10.26 / 1
cell type report:
class / count / area [sq um] / share of cell area, %
flip-flops and latches: 6432 / 193000 / 69.4
multi-input cells: 3976 / 49600 / 17.9
clock buffers: 802 / 16600 / 5.96
well taps: 8064 / 10100 / 3.63
repair buffers: 676 / 5460 / 1.96
clock inverters: 332 / 3250 / 1.17
diodes: 29 / 72.6 / 0.0261
inverters: 1 / 3.75 / 0.00135
layer usage:
metal | share of wire (%) | GRT usage, % | up-vias
met5 | 0.56 | 4.59 | -
met4 | 3.6 | 6.35 | 66
met3 | 21 | 22.9 | 1046
met2 | 45 | 33.0 | 8479
met1 | 30 | 25.4 | 58933
li1 | - | - | 48435
synthesized netlist by cell type (13+ instances only):
| library cell | instances |
|---|---|
| sky130_fd_sc_hd__a21oi_1 | 151 |
| sky130_fd_sc_hd__buf_6 | 41 |
| sky130_fd_sc_hd__a221oi_1 | 13 |
| sky130_fd_sc_hd__or3_1 | 28 |
| sky130_fd_sc_hd__nor2b_1 | 25 |
| sky130_fd_sc_hd__buf_4 | 118 |
| sky130_fd_sc_hd__o31ai_1 | 26 |
| sky130_fd_sc_hd__buf_1 | 29 |
| sky130_fd_sc_hd__nand2b_1 | 15 |
| sky130_fd_sc_hd__dlxtp_1 | 32 |
| sky130_fd_sc_hd__mux2_2 | 128 |
| sky130_fd_sc_hd__clkbuf_1 | 210 |
| sky130_fd_sc_hd__o211ai_1 | 64 |
| sky130_fd_sc_hd__a22oi_1 | 382 |
| sky130_fd_sc_hd__nor3_1 | 33 |
| sky130_fd_sc_hd__mux2i_1 | 655 |
| sky130_fd_sc_hd__buf_2 | 257 |
| sky130_fd_sc_hd__mux4_2 | 1238 |
| sky130_fd_sc_hd__o221ai_1 | 44 |
| sky130_fd_sc_hd__edfxtp_1 | 6400 |
| sky130_fd_sc_hd__nand3_1 | 20 |
| sky130_fd_sc_hd__a21boi_0 | 19 |
| sky130_fd_sc_hd__o22ai_1 | 342 |
| sky130_fd_sc_hd__nor4_1 | 100 |
| sky130_fd_sc_hd__nor2_1 | 310 |
| sky130_fd_sc_hd__a22o_1 | 44 |
| sky130_fd_sc_hd__a32oi_1 | 20 |
| sky130_fd_sc_hd__nand2_1 | 68 |
| sky130_fd_sc_hd__a211oi_1 | 50 |
| sky130_fd_sc_hd__o21ai_0 | 136 |
critical path, delay by kind of cell:
kind,cells,cell delay (ns)
buffers and inverters,5,2.41
AND/OR/NAND/NOR,3,1.30
flip-flops by register name, indices dropped and copies added, names as in the netlist:
signal and count:
memory 6400, memout 32
report_power, final:
part	internal (mW)	leakage, nW	switching (mW)
registers	5.39	57.8	0.00565
clock network	2.37	9.63	1.80
logic	0.157	18.6	0.352
total	7.91	86.0	2.15
cells by family (layout without fill, tap and decap cells):
family | after synthesis | in the layout | synth area share [%]
compound gates | 1319 | 1319 | 3.66
buf+inv | 660 | 1811 | 1.46
flops | 6400 | 6400 | 78.7
latches | 32 | 32 | 0.197
mux | 2021 | 2021 | 14.7
other cells | 0 | 29 | 0
simple gates | 636 | 636 | 1.23
No activity file was given, so power comes from the tool's default toggle rates.
