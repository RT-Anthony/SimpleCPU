### flow/run.sh
#!/bin/bash
# OpenROAD 26Q1-2900-gdf79404cd8, Yosys 0.63+post, stock flow scripts
make -C /OpenROAD-flow-scripts/flow DESIGN_CONFIG=/design/flow/config.mk WORK_HOME=/design/flow/orfs finish
### flow/config.mk
export PLATFORM = sky130hd
export DESIGN_NAME = registers
export DESIGN_NICKNAME = registers
export VERILOG_FILES = /design/flow/design.v
export SDC_FILE = /design/flow/constraint.sdc
export NUM_CORES = 4
export LEC_CHECK = 1
export CORE_UTILIZATION = 30
### flow/constraint.sdc
current_design registers

set clk_period 6.8
set clk_io_pct 0.2

create_clock -name clk0 -period $clk_period [get_ports {clk}]

set non_clock_inputs [all_inputs -no_clocks]
set_input_delay [expr $clk_period * $clk_io_pct] -clock clk0 $non_clock_inputs
set_output_delay [expr $clk_period * $clk_io_pct] -clock clk0 [all_outputs]
### flow/design.v
module registers(input RegWrite, clk,
input[4:0] reg1ad, reg2ad, writead,
input[31:0] data_in, output wire [31:0] reg1data, reg2data);
reg[31:0] register[31:0];
assign regldata = register[reg1ad];  
assign reg2data = register[reg2ad];  
always @ (posedge clk)
begin
if (RegWrite== 1) register[writead] <= data_in;
end
endmodule
==> flow_summary.toml <==
# generated from flow reports
[job]
warnings = 31
maxCapViolCount = 0

[final_layout]
largest_reg_flops = 1024
areaGrowthSynthToFinish_pct = 15.8
drive_gt1_frac = 0.113
regMostFlops = "register"
reg.largest.list = "register x1024"
final_area_um2 = 46400
finish.utilization = 0.352

[route]
firstDrtPassIters = 5
ant_nets = 0
drt-total-wl_um = 95400
drt_iter0_drc = 1170
drc = 0
wl_per_cell_um = 22.5
vias = 20300
viasPerCell = 4.77

[floorplan]
initCoreUtil = 0.304
rows = 133
chipHeight_um = 368
core_area_um2 = 132000
dieArea_um2 = 135000
io_pins = 113
die_w_um = 368

[clock_tree]
ctsHoldBuffers = 0
clkTransAtPathRegs_ns = 0.06
cts_resized = 0
cts_made_buffers = 99
cts_max_level = 3
cts_tree = "built"
cts-root-buf = "clkbuf_16"
clock_path_buffers = 3
clock_sinks = 1024
post_cts_buffers = 0

[timing]
fin_crit_sh = 0.798
hold_violations = 0
slew_viol_final = 0
layout_min_cycle_time_ns = 5.43
slew_headroom = 0.440
rsz0062_at_grt = "no"
worst_pin_slew_ns = 0.838
timing.final.ws_setup_ns = 1.37
max_freq_mhz = 184
finalSetupTns_ns = 0
setup_violations = 0

[global_route]
grtUsageMet2 = 0.243
grt_antenna_before_repair = 5
top_usage_layer = "met2"
grt_max_degree = 82
grt.overflow.total = 0
met3_usage = 0.0914
grt_pass1_wl_um = 138000
grt_pass1_vias = 21100
global_route.usage.met1 = 0.174
grtUsageTotal = 0.149

[placed_design]
io_buffers = 75
post_dp_cell_area_um2 = 43400
place_congestion = 0.795
dp_slack_ns = 1.30
dp_hpwl_um = 52600

[yosys]
ys_ff = 1024
ys_area_um2 = 40100
ys_cells = 2261
synth_seq_share = 0.767
top_cells_by_count = "edfxtp_1 (1024), mux2i_1 (512), nand2_1 (98), nand3_1 (98)"
top_area_cell = "edfxtp_1"
top_cells_by_area = "edfxtp_1 (77%), mux2i_1 (13%), a22oi_1 (1.8%)"
ys_warn_count = 34
synth.top_cell.area_share = 0.767
syn-cell-area_um2 = 40100
synth.most_common_cell = "edfxtp_1"
yosysUniqueCellTypes = 25
ff_type = "edfxtp_1"
avgSynthCellArea_um2 = 17.7
synthArstFlopShare = 0
syn_inst = 2261
edf_count = 1024

[run_status]
status = "complete, no violations"

[critical_path]
cp_slowest_cell = "and2b_4"
cp-end-kind = "output pin"
cp.arrival_ns = 4.07
cp_top_family = "buffers and inverters"
crit_fanout = 26
crit_chain = "clkdlybuf4s50_1 -> and2b_4 -> buf_12 -> buf_4 -> a22oi_1 -> a31oi_1 -> nand3_1 -> clkdlybuf4s50_1"
critical_path_required_ns = 5.44
critPathKind = "in -> out"
worstSetupStartpointType = "input pin"
crit_path_frequent_cell = "clkdlybuf4s50_1"
critPathBufInv = 4
slowest_delay_ns = 0.62

[power_and_ir_drop]
p_leak_nw = 15.8
ir_drop_mv = 0.205
power.total_mw = 12.9
power_density_nw_per_um2 = 278

[hold_path]
hold_path.class = "in -> reg"
power breakdown:
part           leakage [nW]  internal (mW)  switching (mW)  total [mW]
logic                  5.07          0.271           0.440       0.711
clock network          1.48           2.94            2.24        5.18
registers              9.22           7.02          0.0145        7.04
cell type report:
type / count / area, µm²
multi-input combinational: 1109 / 8730
sequential: 1024 / 30700
clock buffer: 124 / 2570
tap: 1755 / 2200
antenna: 1 / 2.50
timing repair buffer: 180 / 1720
fill: 12100 / 85500
clock inverter: 52 / 472
routing by layer:
| metal | part of all wire | wire [µm] |
|---|---|---|
| met5 | 0.00040 | 38 |
| met4 | 0.016 | 1560 |
| met3 | 0.13 | 12600 |
| met2 | 0.50 | 47600 |
| met1 | 0.35 | 33500 |
per-stage QoR:
step / hold slack, ns / cells
2_1_floorplan: 1.46 / 2292
5_1_grt: 1.52 / 4245
3_3_place_gp: 2.19 / 4068
6_report: 1.52 / 4245
3_5_place_dp: 2.19 / 4068
4_1_cts: 1.48 / 4244
cell usage in the layout, fill, tap and decap left out, drive strengths merged, types with 2 or more instances in the layout:
| cell type | netlist | final |
|---|---|---|
| nand3 | 98 | 98 |
| nand3b | 5 | 5 |
| a21oi | 96 | 96 |
| a22o | 64 | 64 |
| or3b | 3 | 3 |
| clkdlybuf4s50 | 0 | 74 |
| nor2 | 34 | 34 |
| inv | 0 | 3 |
| nor3 | 32 | 32 |
| clkbuf | 48 | 124 |
| edfxtp | 1024 | 1024 |
| buf | 111 | 106 |
| clkinvlp | 0 | 3 |
| conb | 1 | 32 |
| clkinv | 0 | 39 |
| a22oi | 96 | 96 |
| nand2b | 2 | 2 |
| a31oi | 32 | 32 |
| nand2 | 98 | 98 |
| bufinv | 0 | 7 |
| mux2i | 512 | 512 |
cells by family after synthesis:
family | count (synthesis) | synth area share
AOI/OAI and AO/OA | 288 | 0.0489
buffers and inverters | 159 | 0.0248
DFF | 1024 | 0.767
muxes | 512 | 0.128
other | 1 | 0.0000935
and+or+nand+nor | 277 | 0.0313
path summary, 6_finish.rpt:
kind / from / end / depth (start not counted)
hold / removal: data_in[12] / register[24][12] / 2
setup / recovery: reg2ad[2] / reg2data[9] / 8
Power figures rest on the tool's default switching activity, not on a simulated workload.
